==> flow/design.v <==
`timescale 1ns / 1ps
module Control(
    input [3:0] OPCODE,
	 input [2:0] WR_REG,
    output reg [3:0]ALU_OP,
    output reg REG_WRITE,
    output reg MEM_WRITE,
    output reg MEM_READ,
    output reg REG_DST,
	 output reg HALT,
	 output reg [8:0] MEM_TO_READ_FROM,
	 output reg IMMEDIATE, 
	 output reg [2:0]WRITE_REG,  
	 output reg WRFLAG,
	 output reg [2:0]SRCA,
	 output reg SEARCH
    );
	always @(OPCODE or WR_REG)
	begin
		case(OPCODE)
			0 : 
			begin
				 REG_DST = 0;
				 ALU_OP = 0; 	 	 
				 MEM_READ = 0;
				 MEM_WRITE = 0;
				 REG_WRITE = 1;
				 HALT = 0;
				 MEM_TO_READ_FROM = 0;
				 IMMEDIATE = 0;
				 WRITE_REG = 0;
				 WRFLAG = 0;
				 SRCA = 0;
			end
			1 : 
			begin
				 REG_DST = 0;
				 ALU_OP = 0; 	 	 
				 MEM_READ = 0;
				 MEM_WRITE = 0;
				 REG_WRITE = 1;
				 HALT = 1;
				 MEM_TO_READ_FROM = 0;
				 IMMEDIATE = 0;
				 WRITE_REG = 0;
				 WRFLAG = 0;
				 SRCA = 0;
			end
			2 : 
			begin
				REG_DST = 0;		 
				 ALU_OP = 2; 	 	 
				 MEM_READ = 0;
				 MEM_WRITE = 0;
				 REG_WRITE = 1;
				 HALT = 0;
				 MEM_TO_READ_FROM = 0;
				 IMMEDIATE = 0;
				 WRITE_REG = 0;
				 WRFLAG = 0;
				 SRCA = 0;
			end
			3 : 
			begin
				 REG_DST = 1;		 
				 ALU_OP = 3; 	 	 
				 MEM_READ = 1;
				 MEM_WRITE = 0;
				 REG_WRITE = 1;
				 HALT = 0;
				 case(WR_REG)
					1:
					begin
						MEM_TO_READ_FROM = 18;
						WRFLAG = 1;
						WRITE_REG = 1;
					end
					2:
					begin
						MEM_TO_READ_FROM = 19;
						WRFLAG = 1;
						WRITE_REG = 2;
					end
					3:
					begin
						MEM_TO_READ_FROM = 7'b1100000;
						WRFLAG = 1;
						WRITE_REG = 3;
					end
					default:
					begin
						MEM_TO_READ_FROM = 0;
						WRFLAG = 0;
						WRITE_REG = 0;
					end
				endcase
				 IMMEDIATE = 0;
				 SEARCH = 1;
				 SRCA = 0;
			end
			4 : 
			begin
				REG_DST = 0;		 
				 ALU_OP = 4; 	 	 
				 MEM_READ = 1;
				 MEM_WRITE = 0;
				 REG_WRITE = 1;
				 HALT = 0;
				 MEM_TO_READ_FROM = 0;
				 IMMEDIATE = 0;
				 WRITE_REG = 3;
				 WRFLAG = 1;
				 SEARCH = 1;
				 SRCA = 1;
			end
			5 : 
			begin
				 REG_DST = 0;		 
				 ALU_OP = 5; 	 	 
				 MEM_READ = 0;
				 MEM_WRITE = 0;
				 REG_WRITE = 1;
				 HALT = 0;
				 MEM_TO_READ_FROM = 0;
				 IMMEDIATE = 1;
				 WRITE_REG = 6;
				 WRFLAG = 1;
				 SRCA = 6;
			end
			6 : 
			begin
			    REG_DST = 0;		 
				 ALU_OP = 6; 	 	 
				 MEM_READ = 0;
				 MEM_WRITE = 1;
				 REG_WRITE = 0;
				 HALT = 0;
				 MEM_TO_READ_FROM = 0;
				 IMMEDIATE = 1;
				 WRITE_REG = 0;
				 WRFLAG = 0;
				 SRCA = 7;
			end
			7 : 
			begin
             REG_DST = 0;		 
				 ALU_OP = 7; 	 	 
				 MEM_READ = 0;
				 MEM_WRITE = 0;
				 REG_WRITE = 1;
				 HALT = 0;
				 MEM_TO_READ_FROM = 0;
				 IMMEDIATE = 1;
				 WRITE_REG = 6;
				 WRFLAG = 1;
				 SRCA = 0;
			end
			8 : 
			begin
             REG_DST = 0;		 
				 ALU_OP = 8;
				 MEM_READ = 1;
				 MEM_WRITE = 0;
				 REG_WRITE = 1;
				 HALT = 0;
				 MEM_TO_READ_FROM = 0;
				 IMMEDIATE = 0;
				 WRITE_REG = 7;
				 WRFLAG = 1;
				 SRCA = 7;
			end
			9 : 
			begin
             REG_DST = 0;		 
				 ALU_OP = 9; 	 	 
				 MEM_READ = 0;
				 MEM_WRITE = 0;
				 REG_WRITE = 1;
				 HALT = 0;
				 MEM_TO_READ_FROM = 0;
				 IMMEDIATE = 0;
				 WRITE_REG = 7;
				 WRFLAG = 1;
				 SRCA = 6;
			end
			10 : 
			begin
             REG_DST = 0;		 
				 ALU_OP = 10; 	 	 
				 MEM_READ = 0;
				 MEM_WRITE = 0;
				 REG_WRITE = 1;
				 HALT = 0;
				 MEM_TO_READ_FROM = 0;
				 IMMEDIATE = 1;
				 WRITE_REG = 6;
				 WRFLAG = 1;
				 SRCA = 6;
			end
			15 : 
			begin
				 REG_DST = 0;		 
				 ALU_OP = 0; 	 	 
				 MEM_READ = 0;
				 MEM_WRITE = 0;
				 REG_WRITE = 0;
				 HALT = 0;
				 MEM_TO_READ_FROM = 0;
				 IMMEDIATE = 0;
				 WRITE_REG = 0;
			end
			default: HALT = 1;
		endcase
	end
endmodule
==> flow/run.sh <==
#!/bin/bash
# OpenROAD 26Q1-2900-gdf79404cd8, Yosys 0.63+post, stock flow scripts
make -C /OpenROAD-flow-scripts/flow DESIGN_CONFIG=/design/flow/config.mk WORK_HOME=/design/flow/orfs finish
==> flow/config.mk <==
export PLATFORM = sky130hd
export DESIGN_NAME = Control
export DESIGN_NICKNAME = Control
export VERILOG_FILES = /design/flow/design.v
export SDC_FILE = /design/flow/constraint.sdc
export NUM_CORES = 4
export LEC_CHECK = 1
export CORE_AREA = 10 10 82 82
export DIE_AREA = 0 0 92 92
==> flow/constraint.sdc <==
current_design Control

set clk_period 1.0
set clk_io_pct 0.2

create_clock -name clk0 -period $clk_period

set non_clock_inputs [all_inputs -no_clocks]
set_input_delay [expr $clk_period * $clk_io_pct] -clock clk0 $non_clock_inputs
set_output_delay [expr $clk_period * $clk_io_pct] -clock clk0 [all_outputs]
==> summary.txt <==
Physical implementation status

Looking at hold timing, the worst path starts from OPCODE[0]. 39 endpoints have no timing constraint. Tracing the worst setup path back leads to its startpoint at OPCODE[1]. Pin placement for this block handled 34 I/O pins. Looking at area per cell type in the netlist, the leader is sky130_fd_sc_hd__dlxtn_1. In the synthesized netlist, the dominant kind of combinational cell is simple AND/OR/NAND/NOR gates. Per STA, the worst path accumulates the most delay in the family buffers and inverters.

In this run the vertical extent of the chip is 92 um. Setup slack closes at 0.08653 ns. Across the run, the number of max-cap violations was 0. The worst setup path is launched from an input port. The critical path is of the input port to output pin type. The number of global-route vias before repair stands at 572. The run finished with clean final reports. The analysis reports a worst IR drop on VDD of 148.6 uV.

The worst setup path is captured at an output pin. The number of fill cells stands at 601. The min-delay analysis places its worst path in the category input port to output pin. Dividing the synthesized area by the synthesized cell count gives 8.489 sq um. Per the synthesis report, the number of distinct cell types is 33. The placeable core area stands at 5075 sq um. The flip-flop and latch count after synthesis stands at 18.

The most numerous cell type found on the critical path is sky130_fd_sc_hd__buf_2. Looking at the cell usage after synthesis, the top flip-flop cell is sky130_fd_sc_hd__dlxtn_1. For reference, the mux area share after synthesis is 0. The area occupied by registers stands at 270.3 sq um.

The stat command in Yosys gives a chip area of 670.6 sq um. The routability congestion estimate stands at 0.7349. The count of nets left with antenna violations once routing finished came out at 0. The upper clock frequency limit stands at 1.095 GHz. The number of register pins that no clock reaches stands at 18.

The total power divided by cell area stands at 277.4 nW/um^2. STA on the placed design reports a worst setup slack of -0.7034 ns. Entering global routing, the biggest net connects 16 pins. The post-synthesis xor/xnor area fraction stands at 0.06343. The maximum net fanout on the critical path stands at 3. The first global-routing pass estimated 2.925 mm of wire.

The leakage power of the design stands at 0.4329 nW. The violation tally recorded at the end of detailed-routing iteration 0 is 13. Detailed placement ended at an HPWL of 1.494 mm.

By count the netlist is led by 18 x sky130_fd_sc_hd__dlxtn_1, 9 x sky130_fd_sc_hd__buf_4, 5 x sky130_fd_sc_hd__o21ai_1, 4 x sky130_fd_sc_hd__and2_1, 4 x sky130_fd_sc_hd__nand2b_1. Row generation in the floorplan step produced 26 rows. In this run, the synthesized area fraction spent on AND-OR/OR-AND gates is recorded as 0.1623. The combined global-route utilization of all metal layers stands at 0.04042.

sky130_fd_sc_hd__dlxtn_1 is the most common cell in the netlist. The final report lists the setup-violating endpoint count as 0. The clock period could shrink to 0.9135 ns.

The die span in x stands at 92 um. Total power for the finished layout comes to 0.2822 mW. On the critical path the data arrives at 0.71 ns. The final-report max-slew violation count stands at 0. Synthesis produced 79 cells. Per the detail_route report, routed wire per instance is 9.938 um.

The count of flip-flops with a built-in enable after synthesis stands at 0. The area fraction of the largest cell type after synthesis is 0.4030. After detailed routing, the number of vias per cell comes to 3.295. The worst path buffer plus inverter count stands at 2. The combined area of all synthesized cells stands at 670.6 sq um.

The cell total in the yosys stat output stands at 79. The first-pass detailed-route iteration total stands at 4. The layout report lists the multi-input gate area as 326.6 sq um. The endpoint required time on the critical path stands at 0.80 ns.

By area the synthesized netlist is led by sky130_fd_sc_hd__dlxtn_1 40%, sky130_fd_sc_hd__buf_4 10%, sky130_fd_sc_hd__and2_1 3.7%, sky130_fd_sc_hd__nand2b_1 3.7%, sky130_fd_sc_hd__o21ai_1 3.7%. The slowest stage of the critical path is the sky130_fd_sc_hd__and2_4 cell. The number of buffer cells added on primary ports stands at 29. Walking the worst path, the cells encountered are buf_2 > and2_4 > o22ai_2 > buf_2. The report puts the hold buffer count at CTS at 0.

Summing over the stages, the warning tally comes to 32. The total global routing overflow stands at 0. The number of antenna violations at the first check in global routing stands at 0.

The initial cell density of the core stands at 0.1321. The chip occupies 8464 sq um. The total length of routed wires stands at 1.749 mm. Setup repair after global routing left no endpoint under its margin. Per the final layout report, the fraction of cells sized above drive strength 1 comes to 0.1698. The fraction of the mapped netlist area in adder cells stands at 0. Compared with the post-synthesis result, the final layout area differs by 51.68%. The repair_antennas step left the layout with diodes totalling 0. The final critical-path share of the clock period stands at 0.9135. The via total after detailed routing stands at 580.

The script parses the final routing iteration and logs DRC violations as 0. The yosys synthesis warning count stands at 1. Of the total synthesized cell area, the portion taken by AND, OR, NAND and NOR gates is 0.2090. After synthesis, the share of flip-flops with an asynchronous set or reset is 0. The final report gives the core utilization as 0.2004. The final hold violation count recorded for this run is 0. Per STA, the highest per-stage delay on the worst path measures 0.16 ns.
-- path summary, 6_finish.rpt --
path | to | slack, ns | cells after the start
hold / removal | HALT | 0.76 | 4
setup / recovery | HALT | 0.09 | 4
-- through the flow --
stage                     std cells  hold slack (ns)  instance area (sq um)  setup TNS, ns
after floorplan                  82           0.5221                  681.9              0
after detailed placement        175            1.438                   1018        -0.7034
after global placement          175            1.426                   1018        -0.6759
after CTS                       176           0.7650                   1022              0
final                           176           0.7566                   1017              0
after global routing            176           0.7831                   1017              0
-- cell families (layout without fill, tap and decap cells) --
family / Yosys count / count (layout)
xor+xnor: 4 / 4
simple gates: 23 / 23
other cells: 2 / 5
latches: 18 / 18
compound gates: 17 / 17
buf+inv: 15 / 39
-- layout make-up --
| class | count | area share |
|---|---|---|
| inverters | 2 | 0.007380 |
| multi-input cells | 49 | 0.3210 |
| flip-flops and latches | 18 | 0.2657 |
| well taps | 70 | 0.08610 |
| repair buffers | 37 | 0.3198 |
-- registers in the layout, indices dropped and copies added, names as in the netlist --
| name | count |
|---|---|
| ALU_OP | 4 |
| MEM_TO_READ_FROM | 3 |
| WRITE_REG | 3 |
| SRCA | 2 |
| IMMEDIATE | 1 |
| MEM_READ | 1 |
| MEM_WRITE | 1 |
| REG_DST | 1 |
| REG_WRITE | 1 |
| WRFLAG | 1 |
-- cell usage in the layout (no fill, tap or decap) --
cell,n
sky130_fd_sc_hd__a21oi_1,2
sky130_fd_sc_hd__dlxtn_1,18
sky130_fd_sc_hd__nand2b_1,3
sky130_fd_sc_hd__and2_4,1
sky130_fd_sc_hd__xnor2_1,1
sky130_fd_sc_hd__nand2_1,2
sky130_fd_sc_hd__xor2_2,1
sky130_fd_sc_hd__and2_1,3
sky130_fd_sc_hd__and4bb_1,1
sky130_fd_sc_hd__and3_1,1
sky130_fd_sc_hd__inv_1,1
sky130_fd_sc_hd__buf_2,4
sky130_fd_sc_hd__nor3_1,1
sky130_fd_sc_hd__or3_1,1
sky130_fd_sc_hd__or2_1,1
sky130_fd_sc_hd__o21bai_1,1
sky130_fd_sc_hd__a22o_1,1
sky130_fd_sc_hd__nor3b_1,1
sky130_fd_sc_hd__o21ai_1,5
sky130_fd_sc_hd__o21a_1,2
sky130_fd_sc_hd__conb_1,5
sky130_fd_sc_hd__xor2_1,2
sky130_fd_sc_hd__nand3b_1,2
sky130_fd_sc_hd__nand2b_4,1
sky130_fd_sc_hd__o22ai_2,1
sky130_fd_sc_hd__o21ai_0,1
sky130_fd_sc_hd__clkdlybuf4s50_1,24
sky130_fd_sc_hd__clkbuf_2,1
sky130_fd_sc_hd__nor2b_1,2
sky130_fd_sc_hd__a211oi_1,1
sky130_fd_sc_hd__nor2_1,3
sky130_fd_sc_hd__a21o_1,1
sky130_fd_sc_hd__o2111ai_1,1
sky130_fd_sc_hd__inv_2,1
sky130_fd_sc_hd__buf_4,8
sky130_fd_sc_hd__o211ai_1,1
-- metal layers --
| layer | track usage | routed length (um) | up-vias |
|---|---|---|---|
| met5 | 0 | 0 | - |
| met4 | 0 | 0 | 0 |
| met3 | 0.006590 | 100 | 0 |
| met2 | 0.06647 | 754 | 21 |
| met1 | 0.05788 | 895 | 259 |
| li1 | - | - | 300 |
-- repair_timing --
| item | in CTS | in global routing |
|---|---|---|
| resized | 20 | 1 |
| setup endpoints to repair | 1 | 1 |
| buffers inserted | 1 | 0 |
| pin swaps | 3 | 0 |
-- power by group --
part	leakage, nW	internal [mW]	switching (mW)
clock	0	0	0
sequential	0.141	0.0579	0.00397
combinational	0.292	0.119	0.102
Power and IR drop assume default switching activity.
