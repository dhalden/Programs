==> ./run.sh <==
#!/bin/bash
# OpenROAD 26Q1-2900-gdf79404cd8, Yosys 0.63+post, stock flow scripts
make -C /OpenROAD-flow-scripts/flow DESIGN_CONFIG=/design/flow/config.mk WORK_HOME=/design/flow/orfs finish
==> ./config.mk <==
export PLATFORM = sky130hd
export DESIGN_NAME = IF
export DESIGN_NICKNAME = IF
export VERILOG_FILES = /design/flow/design.v
export SDC_FILE = /design/flow/constraint.sdc
export NUM_CORES = 4
export LEC_CHECK = 1
export CORE_AREA = 10 10 70 70
export DIE_AREA = 0 0 80 80
==> ./constraint.sdc <==
current_design IF

set clk_period 3.4
set clk_io_pct 0.2

create_clock -name clk0 -period $clk_period [get_ports {CLK}]

set non_clock_inputs [all_inputs -no_clocks]
set_input_delay [expr $clk_period * $clk_io_pct] -clock clk0 $non_clock_inputs
set_output_delay [expr $clk_period * $clk_io_pct] -clock clk0 [all_outputs]
==> ./design.v <==
`timescale 1ns / 1ps
module IF(
    input [1:0] Branch,
    input Init,
    input Halt,
	 input CLK,
    output reg[7:0] PC
    );
	 always @(posedge CLK)
	 begin
		if(Init==1)
			PC = 0;
		else if(Halt==1)
			PC = PC;
		else if(Branch==1)
			PC = PC - 1;
		else if(Branch==2)
			PC = PC + 2;
		else
			PC = PC + 1;
	 end
endmodule
==> impl_metrics.csv <==
group,metric,value,unit
outcome,status,"complete, no violations",
global_route,grt_usage,4.513,%
setup_path,path_class,"in -> reg",
routing,first_iter_violations,13,
setup_path,critPathMaxFanout,6,
floorplan,die_w,80,um
logic_synthesis,synth_area,584.3,um^2
floorplan,std_cell_rows,21,
clock_tree,clock-sinks,8,
floorplan,die_h,80,um
pwr,peakVddDrop,0.1759,mV
routing,vias,549,
floorplan,die_area,6400,um^2
timing,period_used_share,65.15,%
global_route,grt_pass1_vias,520,
pwr,power.total,246.4,uW
floorplan,ios,13,
timing,slew_violations,0,
routing,routed_wl,1389,um
global_route,grt-ovfl-total,0,
setup_path,critPathLaunchType,"input pin",
floorplan,core,3416,um^2
layout,largest_reg_flops,8,
layout,lay_top_cells,"clkdlybuf4s50_1 (12), dfxtp_1 (8), nor2_1 (7)",
logic_synthesis,synth_cell_type_count,30,
routing,post_drt_wl_per_cell,10.68,um
timing,rsz0062_at_grt,"false",
routing,firstDrtPassIters,3,
timing,finalSetupTns,0,ns
hold_path,hp-class,"reg -> reg",
timing,max_freq,0.4514,GHz
logic_synthesis,synth_cells,71,
logic_synthesis,avgSynthCellArea,8.230,um^2
setup_path,reg2regPathDepth,7,
layout,seqCellArea,160.2,um^2
timing,slew_headroom,76.54,%
clock_tree,cts_inserted_buffers,3,
place,hpwl,1064,um
clock_tree,cts_htree_levels,1,
clock_tree,cts_tree,"built",
timing,finalHoldViolations,0,
logic_synthesis,yosysChipArea,584.3,um^2
setup_path,required,3.53,ns
clock_tree,clk_latency,0.26,ns
run,warning_count,28,
routing,viasPerCell,4.223,
timing,period_needed,2.215,ns
timing,worst_pin_slew,0.3508,ns
clock_tree,post-cts-setup-buffer-count,0,
logic_synthesis,ff_type,"dfxtp_1",
global_route,antenna_found_initial,0,
clock_tree,cts_root_buf,"clkbuf_4",
routing,final_antenna_net_count,0,
logic_synthesis,edf_count,0,
place,placed_cell_area,754.5,um^2
pwr,p_leak,0.0002728,uW
setup_path,arrival,2.35,ns
layout,nFillCells,392,
logic_synthesis,numSynthFlops,8,
routing,num_antenna_cells,0,
place,routabilityCongestion,0.7072,
timing,skew,0.004257,ns
logic_synthesis,yosysSeqAreaShare,27.41,%
hold_path,whs_path_depth,2,
layout,post-route-cell-area,777.0,um^2
run,maxCapViolations,0,
pwr,p_per_area,317.1,nW/um^2
logic_synthesis,yosysWarnings,1,
clock_tree,clkSlewWorstSetupHoldPaths,0.06,ns
layout,area_delta_synth_final,32.98,%
logic_synthesis,synthArstFlopShare,0,%
setup_path,cp-end-kind,"flop",
hold_path,holdPathEnd,"PC[7]$_SDFFE_PP0N_",
global_route,grt_first_pass_wirelength,2394,um
routing,drcViolationCount,0,
timing,setup_violations,0,
setup_path,r2r-start,"PC[1]$_SDFFE_PP0N_",
clock_tree,post_cts_resized,0,
layout,layout_top_cell,"clkdlybuf4s50_1",
global_route,grt_max_degree,11,
setup_path,r2r-end,"PC[2]$_SDFFE_PP0N_",
logic_synthesis,ys_cells,71,
clock_tree,cts.path.max_buffers,2,
clock_tree,cts-hold-fix-buffers,0,
hold_path,hp-start,"PC[7]$_SDFFE_PP0N_",
layout,layout.area.comb,397.9,um^2
floorplan,initCoreUtil,17.11,%
place,io_buffers,12,
layout,fin_util,22.75,%
layout,drive_gt1_share,8.333,%
setup_path,r2r_slack,1.71,ns
-- metal layers --
layer | part of all wire, % | GRT usage [%]
met5 | 0 | 0
met3 | 6.4 | 2.045
met1 | 50 | 6.128
met2 | 43 | 6.742
met4 | 0 | 0.1761
-- power by group --
| group | leakage, uW | switching (uW) | internal [uW] |
|---|---|---|---|
| clock network | 0.0000138 | 34.9 | 40.6 |
| registers | 0.0000654 | 10.4 | 99.6 |
| logic | 0.000194 | 26.9 | 33.9 |
-- worst max-delay path by stage --
stage	from	end	slack [ns]	cells past startpoint
4_1_cts	Branch[0]	PC[6]$_SDFFE_PP0N_	1.20	6
5_1_grt	Branch[0]	PC[6]$_SDFFE_PP0N_	1.14	6
6_report	Branch[0]	PC[6]$_SDFFE_PP0N_	1.18	6
-- layout make-up --
cell class              instances  share of cell area (%)
inverters                       5                   2.415
repair buffers                 12                   15.46
multi-input cells              56                   51.21
flip-flops and latches          8                   20.61
well taps                      46                   7.407
clock buffers                   3                   2.899
-- kinds of logic (layout without fill, tap and decap cells) --
kind of cell	Yosys count	after routing	share of synthesized area, %
buf+inv	7	20	4.496
fa+ha+maj	5	5	10.71
xor+xnor	5	5	7.496
flops	8	8	27.41
compound gates	17	17	20.77
mux	1	1	1.713
simple gates	28	28	27.41
-- synthesized netlist by cell type (2+ instances only) --
library cell  instances  area share (%)
a211oi_1              3             3.9
nand3_1               4             3.4
a21oi_1               6             5.1
nor2_1                7             4.5
inv_1                 5             3.2
nand2b_1              2             2.1
or4_1                 2             2.6
xor2_1                2             3.0
dfxtp_1               8              27
xnor2_1               3             4.5
nand2_1               4             2.6
ha_1                  5              11
or3_1                 3             3.2
-- stage by stage --
stage,std cells,hold WS (ns),setup slack (ns)
floorplan,71,0.5009,1.540
finish,130,0.5876,1.185
detailed placement,127,0.5770,0.9359
global placement,127,0.5618,0.9678
CTS,130,0.5908,1.201
global route,130,0.6249,1.138
-- critical path, cell delays in order --
cell and delay [ns]:
clkdlybuf4s50_1 0.56, and2b_2 0.28, mux2i_1 0.14, or4_1 0.43, a21oi_1 0.20, nor3b_2 0.06
Power figures rest on the tool's default switching activity, not on a simulated workload.
